==> /design/flow/design.v <==
module top_uart_tx (
    input  wire clk,         
    input  wire reset_btn,   
    output wire tx           
);
    localparam DATA_BYTE = 8'h31;
    reg start;
    wire busy;
    always @(posedge clk or posedge reset_btn) begin
        if (reset_btn) begin
            start <= 1'b1;   
        end else if (busy) begin
            start <= 1'b0;   
        end
    end
    uart_tx #(
        .CLK_FREQ(50000000),
        .BAUDRATE(9600)
    ) uart_tx_inst (
        .clk(clk),
        .reset(reset_btn),    
        .data(DATA_BYTE),
        .start(start),
        .tx(tx),
        .busy(busy)
    );
endmodule
module uart_tx #(
    parameter CLK_FREQ = 50000000,    
    parameter BAUDRATE = 9600       
)(
    input wire clk,           
    input wire reset,         
    input wire [7:0] data,    
    input wire start,         
    output reg tx,           
    output reg busy          
);
localparam BIT_PERIOD = CLK_FREQ / BAUDRATE;
reg [3:0] bit_index;  
reg [15:0] counter;   
always @(posedge clk or posedge reset) begin
    if (reset) begin
        tx <= 1;  
        busy <= 0;
        counter <= 0;
        bit_index <= 0;
    end else if (start && !busy) begin
        busy <= 1;
        tx <= 0;  
        counter <= 0;
        bit_index <= 0;
    end else if (busy) begin
        if (counter < BIT_PERIOD - 1) begin
            counter <= counter + 16'd1;
        end else begin
            counter <= 0;
            if (bit_index < 8) begin
                tx <= data[bit_index];  
                bit_index <= bit_index + 1'd1;
            end else if (bit_index == 8) begin
                tx <= 1;  
                bit_index <= bit_index + 1'd1;
            end else begin
                busy <= 0;  
            end
        end
    end
end
endmodule
==> /design/flow/run.sh <==
#!/bin/bash
# OpenROAD 26Q1-2900-gdf79404cd8, Yosys 0.63+post, stock flow scripts
make -C /OpenROAD-flow-scripts/flow DESIGN_CONFIG=/design/flow/config.mk WORK_HOME=/design/flow/orfs finish
==> /design/flow/config.mk <==
export PLATFORM = sky130hd
export DESIGN_NAME = top_uart_tx
export DESIGN_NICKNAME = top_uart_tx
export VERILOG_FILES = /design/flow/design.v
export SDC_FILE = /design/flow/constraint.sdc
export NUM_CORES = 4
export LEC_CHECK = 1
export CORE_UTILIZATION = 30
==> /design/flow/constraint.sdc <==
current_design top_uart_tx

set clk_period 2.3
set clk_io_pct 0.2

create_clock -name clk0 -period $clk_period [get_ports {clk}]

set non_clock_inputs [all_inputs -no_clocks]
set_input_delay [expr $clk_period * $clk_io_pct] -clock clk0 $non_clock_inputs
set_output_delay [expr $clk_period * $clk_io_pct] -clock clk0 [all_outputs]
==> metrics.sh <==
POSTSYNTHSEQSHARE_PCT=47.0
YS_TOP_CELLS_BY_COUNT='dfrtp_1 (21), nand2_1 (9), inv_1 (6), nor2_1 (6)'
GRT_FIRST_PASS_WIRELENGTH_MM=3.88
RUN_STATUS='finished, final reports clean'
POST_SYNTH_NUM_CELL_TYPES=41
CRITICAL_PATH_REQUIRED_PS=2450
MAX_CAP_VIOLATIONS=0
CTS_MADE_BUFFERS=3
LAYOUT-DRIVE-GT1-SHARE_PCT=16.9
WORST_PATH_CELL_CHAIN='ha_1 > a21o_1 > a311oi_2 > o211ai_4 > nand2_4 > mux2_4'
MAXCLOCKFREQUENCY_GHz=0.503
TRITONCTS_NUM_SINKS=23
TNS_PS=0
POWER_DENSITY_nW_PER_UM2=487
NUMBER_OF_FLOPS_MAPPED_TO_ENABLE_CELLS_BY_YOSYS=0
SYNTH.YOSYS.CHIP_AREA_UM2=1230
WORSTHOLDPATHCELLS=1
TIMING.FINAL.CRIT_SHARE_PCT=86.4
ROUTED_VIA_DENSITY=5.11
R2R_CELLS=6
H_TREE_LEVELS=1
PLACE_CONGESTION=0.806
WORST_R2R_STARTPOINT='uart_tx_inst.counter[0]'
NUMBER_OF_PLACEMENT_ROWS=22
CTS_REPAIR_RESIZE_COUNT=0
POST-ROUTE-DRC-COUNT=0
AREA_GROWTH_PCT=9.77
WL_MM=2.10
CORE_AREA_UM2=3800
DETAILROUTE.VIA_COUNT=849
GRT_START_MAX_NET_PINS=24
NUMBER_OF_DRC_MARKERS_AFTER_THE_INITIAL_DETAILED_ROUTE_ITERATION=29
CTS-HOLD-FIX-BUFFERS=0
LOGIC_AREA_UM2=609
TOP_CELLS_BY_AREA='dfrtp_1 (43%), dfstp_2 (4.3%), mux2_4 (3.7%)'
FP.DIEAREA_UM2=4360
SYNTH-CELLS-YOSYS=113
INTERNAL_POWER_mW=0.530
CLK-INSERTION-DELAY-LATE_PS=260
FILLER_CELL_COUNT=376
HIGHEST_LAYER='met3'
YS_DOMINANT_REG_CELL='dfrtp_1'
POST-ROUTE-MIN-PERIOD_PS=1990
YS_SEQ_ELEMENTS=23
TIMING.CRITICAL_PATH.BUF_INV=0
WL_PER_CELL_UM=12.6
NETLIST_AREA_UM2=1230
ASYNC_SR_FLOP_FRACTION_PCT=100
ANTENNA_FOUND_INITIAL=0
FIN_UTIL_PCT=35.5
SYN_INST=113
CTS_ROOT_BUFFER='clkbuf_8'
SEQPWRFRAC_PCT=61.5
LAYOUT_SETUP_WS_PS=313
HOLD_PATH.CLASS='flip-flop to flip-flop'
NETLIST.TOP_CELL.BY_AREA='dfrtp_1'
VIAS_IN_THE_FIRST_GLOBAL_ROUTE=831
CRIT_PATH_MAX_INCR_DELAY_PS=410
WL_MET1_MM=1.14
CLK_PATH_BUF_DEPTH=2
STARTPOINT_TYPE='flip-flop'
MET3_LENGTH_UM=75
TOP_CELL='dfrtp_1'
MIN_FROM='uart_tx_inst.counter[15]'
CELL_CLASS_CONTRIBUTING_THE_BIGGEST_SHARE_OF_WORST_PATH_DELAY='AND-OR/OR-AND gates'
REGAREA_UM2=578
DRT_PRE_ANTENNA_ITERS=4
POWER.STATIC_LEAKAGE_nW=0.641
FLOORPLAN.IO_PINS=3
CRITICAL_PATH_PEAK_FANOUT=9
CP-STARTPOINT='uart_tx_inst.counter[0]'
MET2_LENGTH_UM=882
SWSHARE_PCT=19.3
FINAL.HOLD.WORST_SLACK_PS=510
TOP_CELL_AREA_SHARE_PCT=42.7
SHARE_CLK_OF_TOTAL_POWER_PCT=36.9
YOSYS_WARNINGS=2
VDD_DROP_MAX_uV=390
CRITPATHARRIVALTIME_PS=2140
SHARE_COMB_OF_TOTAL_POWER_PCT=1.6
PRECTSSETUPSLACK_PS=311
MAX_SLEW.WORST_PIN.SLEW_PS=511
P_SW_mW=0.127
POST_CTS_BUFFERS=0
CTS_TREE='yes'
WORSTSETUPPATHTYPE='flip-flop to flip-flop'
PATH_CLK_SLEW_PS=80
TIMING.SLEW.HEADROOM_PCT=65.8
FINAL-HOLD-VIOLATION-COUNT=0
CRIT_SLOWEST_CELL='dfrtp_1'
DIE_W_UM=66.0
RSZ_0062_RAISED_AFTER_GLOBAL_ROUTING='no'
PLACE_HPWL_MM=1.45
CRITICAL_PATH_DEPTH=6
END_KIND='flip-flop'
NUM_ANTENNA_CELLS=0
TRACK_USAGE_PCT=11.8
DIEHEIGHT_UM=66.0
GLOBAL_ROUTE.OVERFLOW_TOTAL=0
SETUP_VIOL=0
FINAL_MAX_SLEW_VIOL_COUNT=0
INITIAL_CORE_UTIL_PCT=32.4
MAPPED_AVG_CELL_AREA_UM2=10.9
FINALCLOCKSKEW_PS=6.99
WARNING_COUNT=26
DETAIL-ROUTE-ANTENNA-NETS=0
IO_BUFFERS=2
cell usage in the layout (no fill, tap or decap), drive strengths merged, types with 2 or more instances in the layout:
cell           netlist  final
a21o                 4      4
a21oi                3      3
a221o                3      3
a22o                 3      3
and2                 4      4
and3                 4      4
buf                  2      2
clkbuf               1      4
clkdlybuf4s50        0      2
dfrtp               21     21
dfstp                2      2
ha                   3      3
inv                  6      6
mux2                 3      3
nand2               11     11
nand3                3      3
nand4                4      4
nor2                 6      6
nor2b                3      3
nor3                 3      3
nor4b                2      2
o21ai                6      6
o22ai                2      2
xor2                 2      2
per-stage QoR:
step / area, µm² / instances / power, mW
2_1_floorplan: 1230 / 113 / 0.418
3_3_place_gp: 1310 / 162 / 0.423
3_5_place_dp: 1310 / 162 / 0.423
4_1_cts: 1350 / 166 / 0.666
5_1_grt: 1350 / 166 / 0.689
6_report: 1350 / 166 / 0.657
area by class of cell:
class / count / share of cell area [%]
clock buffers: 4 / 3.34
well taps: 48 / 4.45
multi-input cells: 81 / 45.1
flip-flops and latches: 23 / 42.8
inverters: 6 / 1.67
repair buffers: 4 / 2.60
power groups by stage:
| stage | Clock (mW) | Combinational (mW) | Sequential, mW |
|---|---|---|---|
| CTS | 0.251 | 0.0114 | 0.404 |
| global route | 0.272 | 0.0128 | 0.404 |
| finish | 0.242 | 0.0105 | 0.404 |
worst paths after layout:
path	end	slack (ps)
max	uart_tx_inst.bit_index[0]	310
min	uart_tx_inst.counter[15]	510
max reg2reg	uart_tx_inst.bit_index[0]	310
min reg2reg	uart_tx_inst.counter[15]	510
max in group asynchronous	start	1480
min in group asynchronous	uart_tx_inst.counter[5]	540
flip-flops by register name, summed over array words and instances (netlist names):
| signal | count |
|---|---|
| start | 1 |
| uart_tx_inst.tx | 1 |
| uart_tx_inst.busy | 1 |
| uart_tx_inst.bit_index | 4 |
| uart_tx_inst.counter | 16 |
cell families (layout without fill, tap and decap cells):
group / Yosys count / in the layout / share of synthesized area (%)
and+or+nand+nor: 43 / 43 / 20.3
xor gates and xnor gates: 2 / 2 / 1.42
DFF: 23 / 23 / 47.0
muxes: 4 / 4 / 4.48
buffers and inverters: 9 / 14 / 3.46
adders and majority gates: 3 / 3 / 3.05
AOI/OAI and AO/OA: 29 / 29 / 20.2
routing by layer:
layer	track usage (%)	up-vias
li1	-	427
met1	19.9	409
met2	17.0	13
met3	2.45	0
met4	0.532	0
met5	0	-
Power and IR drop assume default switching activity.
