### flow/config.mk
export PLATFORM = sky130hd
export DESIGN_NAME = blink
export DESIGN_NICKNAME = blink
export VERILOG_FILES = /design/flow/design.v
export SDC_FILE = /design/flow/constraint.sdc
export NUM_CORES = 4
export LEC_CHECK = 1
export CORE_AREA = 10 10 85 85
export DIE_AREA = 0 0 95 95
### flow/constraint.sdc
current_design blink

set clk_period 3.6
set clk_io_pct 0.2

create_clock -name clk0 -period $clk_period [get_ports {clk}]

set non_clock_inputs [all_inputs -no_clocks]
set_input_delay [expr $clk_period * $clk_io_pct] -clock clk0 $non_clock_inputs
set_output_delay [expr $clk_period * $clk_io_pct] -clock clk0 [all_outputs]
### flow/design.v
module blink (
    input clk,
    output wire led
);
    reg [26:0] counter = 0;
    always @(posedge clk)
        counter <= counter + 1;
    assign led = counter[26];  
endmodule
### flow/run.sh
#!/bin/bash
# OpenROAD 26Q1-2900-gdf79404cd8, Yosys 0.63+post, stock flow scripts
make -C /OpenROAD-flow-scripts/flow DESIGN_CONFIG=/design/flow/config.mk WORK_HOME=/design/flow/orfs finish
==> metrics.cfg <==
[synth]
ys_seq_elements=27
yosys-stat-cells=100
syn_avg_cell_area_um2=10.45
syn-instance-count=100
ys_warn_count=1
synth.top_cell.area_share_pct=51.74
synth_top_cell_by_area=dfxtp_1
syn-cell-area_um2=1045
post_synth_num_cell_types=17
yosysChipArea_um2=1045
yosys.stat.seqShare_pct=51.74
topCellsByArea=dfxtp_1 52%, xnor2_1 11%, xor2_1 10%

[setup_path]
path_buffers=1
cp-start-kind=register
ff2ff_path_depth=5
arrival_ns=1.10
rr_endpoint=counter[26]
critPathSlowestCell=clkdlybuf4s50_1
critical_path.cell_chain=clkdlybuf4s50_1
worstSetupPathType=reg2out
critPathRequiredTime_ns=2.88
r2r_setup_slack_ns=1.90
cp_max_fo=2
slowest_delay_ns=0.48
end_kind=primary output
r2r-start=counter[0]
path_delay_family=buffers and inverters

[sta]
tightestPinTransition_ns=0.5319
slew_headroom_pct=64.27
setup_tns_ns=0
max_freq_ghz=0.5485
rsz0062_at_grt=no
clock_skew_ns=0.009142
setup_viol=0
final_hold_viol_count=0
finalMaxSlewViolations=0
fin_crit_ns=1.823
period_used_pct=50.65

[power_and_ir_drop]
vdd_drop_max_mv=0.3533
power.leakage_nw=0.4117
cellPowerDensity_nw_per_um2=395.0

[routing]
postRouteAntennaNets=0
antennaDiodeCount=0
drt_first_pass_iters=2
vias=691
wirelength_mm=1.547
wl_per_cell_um=8.740
via_per_inst=3.904
route.detailed.drc=0
first_iter_violations=27

[flow_run]
warnings=25
maxCapViolCount=0

[clock_tree]
postCtsSetupRepairBufs=0
ctsHoldBuffers=0
clockBufferDepth=2
cts_resized=0
numCtsBuffers=3
worstSkewPairLatency_ns=0.27
cts_tree=yes
clock_sinks=27
clockRootBuffer=clkbuf_8
clk_pin_slew_worst_paths_ns=0.10
cts.htree.levels=1

[finish]
top_regs=counter: 27 flops
nFillCells=605
drive_gt1_share_pct=9.524
fin_area_um2=1194
fin_cells=177
regArea_um2=540.5
final-comb-area_um2=500.5
largest-register=counter
area_growth_pct=14.25
largest_reg_flops=27

[floorplanning]
num_rows=27
die-area_um2=9025
die_h_um=95
ios=2
core_area_um2=5473
floorplanUtilization_pct=19.09
die_w_um=95

[hold_path]
hold_class=reg2reg
min_from=counter[0]
hold_end=counter[0]
holdPathStages=1

[status]
status=completed

[placed_design]
placed_cells=173
dpl_cell_area_um2=1145
hpwl_mm=1.153
portBuffers=1
gp_congestion=0.7522

[global_route]
grt_overflow=0
grt_start_max_net_pins=17
grt_first_pass_wirelength_mm=2.980
antenna_found_initial=0
first_global_vias=671
grtUsageTotal_pct=3.883

[how the worst max path moves through the flow]
stage	from	endpoint	slack [ns]	cells past startpoint
after CTS	counter[26]	led	1.75	1
after global routing	counter[2]	counter[23]	1.61	4
final	counter[26]	led	1.78	1
[where the power goes]
group	switching (mW)	total, mW	internal (mW)
Combinational	0	0.000000173	0
Sequential	0	0.298	0.298
Clock	0.0946	0.173	0.0785
Total	0.0946	0.471	0.377
[cells in the mapped netlist]
| master | number |
|---|---|
| inv_1 | 1 |
| nor4_1 | 3 |
| and3_1 | 1 |
| xnor2_1 | 13 |
| nand4_1 | 10 |
| nor3_1 | 3 |
| xor2_1 | 12 |
| nor2_1 | 5 |
| nor3_2 | 3 |
| and4_1 | 2 |
| ha_1 | 1 |
| nand3_2 | 1 |
| nand2_1 | 6 |
| nand3_1 | 10 |
| nand2_2 | 1 |
| or4_4 | 1 |
| dfxtp_1 | 27 |
[layout by cell type, fill, tap and decap left out, drive strengths merged]
master,n
xor2,12
dfxtp,27
nand4,10
nand2,7
nor3,6
nor2,5
ha,1
nand3,11
inv,1
xnor2,13
clkbuf,3
and3,1
nor4,3
clkdlybuf4s50,1
and4,2
or4,1
clkinvlp,1
[metal layers]
metal | track usage (%) | vias to the layer above | wire, um
li1 | - | 365 | -
met1 | 5.371 | 320 | 792
met2 | 6.121 | 4 | 695
met3 | 1.122 | 2 | 43
met4 | 0.3741 | 0 | 16
met5 | 0 | - | 0
[through the flow]
stage / power (mW) / hold slack, ns / util, % / worst slack (ns)
floorplan: 0.3054 / 0.3703 / - / 1.980
global route: 0.4881 / 0.4212 / 21.81 / 1.607
finish: 0.4714 / 0.4059 / 21.81 / 1.777
CTS: 0.4768 / 0.4057 / 21.81 / 1.751
detailed placement: 0.3054 / 0.3841 / 20.92 / 1.905
global placement: 0.3054 / 0.3788 / 20.92 / 1.913
[cell type report]
class / count / share of cell area (%)
multi-input cells: 72 / 41.93
clock inverters: 1 / 0.6289
inverters: 1 / 0.3145
clock buffers: 3 / 3.459
flip-flops and latches: 27 / 45.28
repair buffers: 1 / 0.8386
well taps: 72 / 7.547
[logic make-up (layout without fill, tap and decap cells)]
kind of cell | after synthesis | count (layout) | share of synthesized area (%)
xor gates and xnor gates | 25 | 25 | 20.96
and+or+nand+nor | 46 | 46 | 25.75
adders and majority gates | 1 | 1 | 1.197
buffers and inverters | 1 | 6 | 0.3589
DFF | 27 | 27 | 51.74
No activity file was given, so power comes from the tool's default toggle rates.
